===== flow/constraint.sdc =====
current_design vending_machine

set clk_period 2.5
set clk_io_pct 0.2

create_clock -name clk0 -period $clk_period [get_ports {clk}]

set non_clock_inputs [all_inputs -no_clocks]
set_input_delay [expr $clk_period * $clk_io_pct] -clock clk0 $non_clock_inputs
set_output_delay [expr $clk_period * $clk_io_pct] -clock clk0 [all_outputs]

===== flow/config.mk =====
export PLATFORM = sky130hd
export DESIGN_NAME = vending_machine
export DESIGN_NICKNAME = vending_machine
export VERILOG_FILES = /design/flow/design.v
export SDC_FILE = /design/flow/constraint.sdc
export NUM_CORES = 4
export LEC_CHECK = 1
export CORE_UTILIZATION = 30

===== flow/design.v =====
`timescale 1ns/1ps
module vending_machine(
    input clk,
    input reset,
    input coin_5,    
    input coin_10,  
    input coin_20,  
    input coin_50,  
    input select_1,  
    input select_2,  
    input select_3,  
    output reg dispense_1,
    output reg dispense_2,
    output reg dispense_3,
    output reg change_5,  
    output reg change_10,  
    output reg change_20,  
    output reg change_50,  
    output reg out_of_stock    
);
    reg [7:0] total;
    reg [1:0] stock_1, stock_2, stock_3;   
    always @(posedge clk or posedge reset) begin
        if (reset) begin
            total <= 0;
            dispense_1 <= 0; dispense_2 <= 0; dispense_3 <= 0;
            change_5 <= 0; change_10 <= 0; change_20 <= 0; change_50 <= 0;
            stock_1 <= 2; stock_2 <= 2; stock_3 <= 2;
            out_of_stock <= 0;
        end else begin
            dispense_1 <= 0; dispense_2 <= 0; dispense_3 <= 0;
            change_5 <= 0; change_10 <= 0; change_20 <= 0; change_50 <= 0;
            out_of_stock <= 0;   
            if (coin_5)  total <= total + 5;
            if (coin_10) total <= total + 10;
            if (coin_20) total <= total + 20;
            if (coin_50) total <= total + 50;
            if (select_1) begin
                if (stock_1 > 0 && total >= 15) begin
                    dispense_1 <= 1;
                    stock_1 <= stock_1 - 1;
                    if (total > 15) begin
                        if (total - 15 >= 10) change_10 <= 1;
                        else if (total - 15 >= 5) change_5 <= 1;
                    end
                    total <= 0;
                end else if (stock_1 == 0) begin
                    out_of_stock <= 1;   
                end
            end
            if (select_2) begin
                if (stock_2 > 0 && total >= 25) begin
                    dispense_2 <= 1;
                    stock_2 <= stock_2 - 1;
                    if (total > 25) begin
                        if (total - 25 >= 10) change_10 <= 1;
                        else if (total - 25 >= 5) change_5 <= 1;
                    end
                    total <= 0;
                end else if (stock_2 == 0) begin
                    out_of_stock <= 1;
                end
            end
            if (select_3) begin
                if (stock_3 > 0 && total >= 45) begin
                    dispense_3 <= 1;
                    stock_3 <= stock_3 - 1;
                    if (total > 45) begin
                        if (total - 45 >= 50) change_50 <= 1;
                        else if (total - 45 >= 20) change_20 <= 1;
                        else if (total - 45 >= 10) change_10 <= 1;
                        else if (total - 45 >= 5) change_5 <= 1;
                    end
                    total <= 0;
                end else if (stock_3 == 0) begin
                    out_of_stock <= 1;
                end
            end
        end
    end
endmodule

===== flow/run.sh =====
#!/bin/bash
# OpenROAD 26Q1-2900-gdf79404cd8, Yosys 0.63+post, stock flow scripts
make -C /OpenROAD-flow-scripts/flow DESIGN_CONFIG=/design/flow/config.mk WORK_HOME=/design/flow/orfs finish

==> changes_impl.md <==
### Implementation results

* RSZ-0062 raised after global routing: no
* Pre-Repair DR Iteration Count at 4
* P per Cell Area at 1160 nW/um2
* Async SR Flop Fraction at 100%
* Register share after synthesis at 28.7%
* Dpl cell area at 2170 um2
* Site Rows at 28
* Maximum fanout along the worst path at 6
* Fin crit period at 2.25 ns
* Design Area, Final at 2250 um2
* Detail Route Antenna Nets at 0
* Root buf cell: clkbuf_8
* I/O Buffers at 16
* Average instance area after synthesis at 9.23 um2
* DP Wirelength at 3200 um
* Initial Util at 31.8%
* Area growth syn-to-layout at 16.4%
* Final WL at 4060 um
* Layout cells sized above 1 at 15.7%
* Max IR drop VDD at 494 uV
* Total grt overflow at 0
* Vias in the first global route at 1508
* Yosys Chip Area at 1930 um2
* Cts hold-fix bufs at 0
* Initial antenna violation count at 0
* HP Class: reg2reg
* Final Max-Slew Violation Tally at 0
* FMAX at 444 MHz
* FF-to-FF path depth at 8
* Number of CTS-inserted buffers at 3
* Initial DRC Count at 96
* Hold Fails Final Rpt at 0
* Status: completed
* Hold depth at 2
* DRC violations left at 0
* GRT Util Overall at 14.1%
* Clk buf depth at 2
* Worst-path clk slew at 0.08 ns
* Area of the mapped netlist at 1930 um2
* Synth warnings at 1
* Setup TNS at 0 ns
* Number of max-cap violations at 0
* Via Count at 1556
* CP Capture Type: register
* Late-Pin Clk Latency at 0.26 ns
* Post-synth cell types at 63
* Worst-Margin Slew at 0.510 ns
* Final period utilization at 90.1%
* Worst setup path category: reg2reg
* Placed insts at 300
* Pin count of the biggest net entering global routing at 23
* Yosys cell count at 209
* DR WL/cell at 13.4 um
* TritonCTS Sinks at 22
* First-pass GRT wire length at 7270 um
* Filler cells at 607
* Ys flops at 22
* Final tally of setup violations at 0
* Post-synth EDFFs at 0
* Htree depth at 1
* Flop area at 554 um2
* DIE HEIGHT at 82.2 um
* Area of the core at 6060 um2
* Post_cts resized at 0
* Max Clock Skew at 0.00324 ns
* Die width at 82.2 um
* Leakage Power at 0.945 nW
* OpenROAD warning count at 36
* Max-slew headroom at 66.0%
* Die ar. at 6760 um2
* Fin cells at 304
* CTS tree: done
* ANT cells at 0
* Post-CTS Setup Repair Bufs at 0
* Worst path required time at 2.64 ns
* Logic area at 1210 um2
* I/O pins at 17
* Vias per cell at 5.12
* CP Launch Type: register
* GP Congestion at 0.889
* Mapped Cells at 209
* Crit path DAT at 2.39 ns
* Commonest flop: dfrtp_1
layer usage:
metal / vias up / global-route usage [%] / wire length [um]
met1: 726 / 21.4 / 1970
met5: - / 0 / 0
li1: 777 / - / -
met4: 0 / 1.58 / 48
met3: 6 / 2.01 / 217
met2: 47 / 22.2 / 1820
power breakdown:
group          switching, mW  internal, mW
logic                  0.823         0.772
clock network          0.119         0.214
registers              0.160         0.521
total                   1.10          1.51
final timing paths:
| kind | endpoint | startpoint | slack, ns |
|---|---|---|---|
| worst max-delay path | change_10$_DFF_PP0_ | total[1]$_DFF_PP0_ | 0.25 |
| max in group asynchronous | stock_3[1]$_DFFE_PP1P_ | reset | 1.65 |
| worst min-delay path | stock_3[1]$_DFFE_PP1P_ | stock_3[1]$_DFFE_PP1P_ | 0.49 |
| worst min register to register | stock_3[1]$_DFFE_PP1P_ | stock_3[1]$_DFFE_PP1P_ | 0.49 |
| worst max register to register | change_10$_DFF_PP0_ | total[1]$_DFF_PP0_ | 0.25 |
| min in group asynchronous | total[2]$_DFF_PP0_ | reset | 0.56 |
registers in the layout, summed over array words and instances (netlist names):
| name | count |
|---|---|
| out_of_stock | 1 |
| dispense_1 | 1 |
| stock_1 | 2 |
| change_20 | 1 |
| dispense_3 | 1 |
| change_10 | 1 |
| change_5 | 1 |
| dispense_2 | 1 |
| stock_2 | 2 |
| stock_3 | 2 |
| total | 8 |
| change_50 | 1 |
worst max-delay path, cell delays in order, from the launching register on:
cell and delay [ns]:
dfrtp_1 0.43, inv_1 0.19, ha_1 0.30, nor2b_1 0.08, or4_4 0.48, a221oi_2 0.24, o21ai_1 0.11, a22oi_1 0.19
o31ai_1 0.10
kinds of logic after synthesis:
group,after synthesis,share of synthesized area [%]
and+or+nand+nor,62,18.5
xor gates and xnor gates,18,8.17
buffers and inverters,30,8.62
adders and majority gates,17,11.0
DFF,22,28.7
AOI/OAI and AO/OA,56,22.8
muxes,4,2.14
through the flow:
step	total power [mW]	utilization, %	worst slack (ns)	hold slack [ns]
floorplan	1.88	-	0.178	0.460
global placement	2.27	35.9	0.233	0.472
detailed placement	2.28	35.9	0.239	0.480
CTS	2.62	37.1	0.247	0.499
global route	2.87	37.1	0.0799	0.527
finish	2.61	37.1	0.247	0.490
cell type report:
cell class | instances | area share (%)
inverter | 18 | 3.01
timing repair buffer | 28 | 11.1
clock inverter | 1 | 1.34
clock buffer | 3 | 1.84
sequential | 22 | 24.7
tap | 75 | 4.18
multi-input combinational | 157 | 53.8
cells in the mapped netlist, drive strengths merged, types with 2 or more instances:
master	count	share of area [%]
a211o	2	0.91
nor2	14	2.9
nor3	3	1.4
o31ai	2	0.78
mux2i	3	1.6
a221oi	2	1.2
inv	18	3.5
o211ai	2	0.78
dfrtp	19	25
xnor2	14	6.4
ha	17	11
a21o	3	1.2
dfstp	3	4.1
or3	3	1.0
o21ai	10	2.6
nor4	2	1.4
nand3b	3	1.2
xor2	4	1.8
nand3	7	1.8
nor2b	3	0.97
or2b	2	0.78
clkbuf	4	0.78
a211oi	3	1.7
o21a	2	0.78
nand2	13	2.5
a21oi	13	4.0
buf	8	4.3
a31oi	3	2.4
a21boi	3	1.4
nand2b	5	1.6
layout by cell type, fill, tap and decap left out, drive strengths merged, types with 4 or more instances in the layout:
| master | n |
|---|---|
| dfrtp | 19 |
| inv | 18 |
| ha | 17 |
| clkdlybuf4s50 | 16 |
| xnor2 | 14 |
| nor2 | 14 |
| nand2 | 13 |
| a21oi | 13 |
| buf | 12 |
| o21ai | 10 |
| nand3 | 7 |
| nand2b | 5 |
| xor2 | 4 |
Power and IR drop assume default switching activity.
